File: run.sh
#!/bin/bash
# OpenROAD 26Q1-2900-gdf79404cd8, Yosys 0.63+post, stock flow scripts
make -C /OpenROAD-flow-scripts/flow DESIGN_CONFIG=/design/flow/config.mk WORK_HOME=/design/flow/orfs finish
File: config.mk
export PLATFORM = sky130hd
export DESIGN_NAME = lcd_1602_driver
export DESIGN_NICKNAME = lcd_1602_driver
export VERILOG_FILES = /design/flow/design.v
export SDC_FILE = /design/flow/constraint.sdc
export NUM_CORES = 4
export LEC_CHECK = 1
export CORE_UTILIZATION = 30
File: constraint.sdc
current_design lcd_1602_driver

set clk_period 6.4
set clk_io_pct 0.2

create_clock -name clk0 -period $clk_period [get_ports {clk}]

set non_clock_inputs [all_inputs -no_clocks]
set_input_delay [expr $clk_period * $clk_io_pct] -clock clk0 $non_clock_inputs
set_output_delay [expr $clk_period * $clk_io_pct] -clock clk0 [all_outputs]
File: design.v
module lcd_1602_driver(
                clk    ,
                rst_n  ,
                lcd_en ,
                lcd_rw ,   
                lcd_rs ,
                lcd_data,
					 enable		 
              );
input        clk    ;
input        rst_n  ;
input			 enable ;
output       lcd_en ;
output       lcd_rw ;
output       lcd_rs ;
output [7:0] lcd_data;
wire         clk ;
wire         rst_n  ;
wire         lcd_en ;
wire         lcd_rw;
reg  [7:0]   lcd_data;
reg          lcd_rs  ;
reg [5:0]    c_state ;
reg [5:0]    n_state ;
wire  [127:0]  row_1;
wire  [127:0]  row_2;
reg  [127:0]  row_11;
reg  [127:0]  row_22;
always @(posedge clk)
begin
if(enable)
begin
row_11 <=128'h2020b1b9b9_cfbcc3_b5d2c3dec4b32020;   
row_22 <="happy everyday !";   
end
else
begin
row_11 <="                ";
row_22 <="                ";
end
end
assign row_1 =row_11 ;   
assign row_2 =row_22;   
parameter TIME_20MS = 1000_000 ;  
parameter TIME_500HZ= 100_000  ;  
parameter         IDLE=    8'h00  ;   
parameter SET_FUNCTION=    8'h01  ;       
parameter     DISP_OFF=    8'h03  ;
parameter   DISP_CLEAR=    8'h02  ;
parameter   ENTRY_MODE=    8'h06  ;
parameter   DISP_ON   =    8'h07  ;
parameter    ROW1_ADDR=    8'h05  ;       
parameter       ROW1_0=    8'h04  ;
parameter       ROW1_1=    8'h0C  ;
parameter       ROW1_2=    8'h0D  ;
parameter       ROW1_3=    8'h0F  ;
parameter       ROW1_4=    8'h0E  ;
parameter       ROW1_5=    8'h0A  ;
parameter       ROW1_6=    8'h0B  ;
parameter       ROW1_7=    8'h09  ;
parameter       ROW1_8=  8'h08  ;
parameter       ROW1_9=    8'h18  ;
parameter       ROW1_A=    8'h19  ;
parameter       ROW1_B=    8'h1B  ;
parameter       ROW1_C=    8'h1A  ;
parameter       ROW1_D=    8'h1E  ;
parameter       ROW1_E=    8'h1F  ;
parameter       ROW1_F=    8'h1D  ;
parameter    ROW2_ADDR=    8'h1C  ;
parameter       ROW2_0=    8'h14  ;
parameter       ROW2_1=    8'h15  ;
parameter       ROW2_2=    8'h17  ;
parameter       ROW2_3=    8'h16  ;
parameter       ROW2_4=    8'h12  ;
parameter       ROW2_5=    8'h13  ;
parameter       ROW2_6=    8'h11  ;
parameter       ROW2_7=    8'h10  ;
parameter       ROW2_8=    8'h30  ;
parameter       ROW2_9=    8'h31  ;
parameter       ROW2_A=    8'h33  ;
parameter       ROW2_B=    8'h32  ;
parameter       ROW2_C=    8'h36  ;
parameter       ROW2_D=    8'h37  ;
parameter       ROW2_E=    8'h35  ;
parameter       ROW2_F=    8'h34  ;
reg [19:0] cnt_20ms ;
always  @(posedge clk or negedge rst_n)begin
    if(rst_n==1'b0)begin
        cnt_20ms<=0;
    end
    else if(cnt_20ms == TIME_20MS -1)begin
        cnt_20ms<=cnt_20ms;
    end
    else
        cnt_20ms<=cnt_20ms + 1 ;
end
wire delay_done = (cnt_20ms==TIME_20MS-1)? 1'b1 : 1'b0 ;
reg [19:0] cnt_500hz;
always  @(posedge clk or negedge rst_n)begin
    if(rst_n==1'b0)begin
        cnt_500hz <= 0;
    end
    else if(delay_done==1)begin
        if(cnt_500hz== TIME_500HZ - 1)
            cnt_500hz<=0;
        else
            cnt_500hz<=cnt_500hz + 1 ;
    end
    else
        cnt_500hz<=0;
end
assign lcd_en = (cnt_500hz>(TIME_500HZ-1)/2)? 1'b0 : 1'b1;   
assign write_flag = (cnt_500hz==TIME_500HZ - 1) ? 1'b1 : 1'b0 ;
always  @(posedge clk or negedge rst_n)begin
    if(rst_n==1'b0)begin
        c_state <= IDLE    ;
    end
    else if(write_flag==1) begin
        c_state<= n_state  ;
    end
    else
        c_state<=c_state   ;
end
always  @(*)begin
    case (c_state)
        IDLE: n_state = SET_FUNCTION ;
SET_FUNCTION: n_state = DISP_OFF     ;
    DISP_OFF: n_state = DISP_CLEAR   ;
  DISP_CLEAR: n_state = ENTRY_MODE   ;
  ENTRY_MODE: n_state = DISP_ON      ;
  DISP_ON   : n_state = ROW1_ADDR    ;
   ROW1_ADDR: n_state = ROW1_0       ;
      ROW1_0: n_state = ROW1_1       ;
      ROW1_1: n_state = ROW1_2       ;
      ROW1_2: n_state = ROW1_3       ;
      ROW1_3: n_state = ROW1_4       ;
      ROW1_4: n_state = ROW1_5       ;
      ROW1_5: n_state = ROW1_6       ;
      ROW1_6: n_state = ROW1_7       ;
      ROW1_7: n_state = ROW1_8       ;
      ROW1_8: n_state = ROW1_9       ;
      ROW1_9: n_state = ROW1_A       ;
      ROW1_A: n_state = ROW1_B       ;
      ROW1_B: n_state = ROW1_C       ;
      ROW1_C: n_state = ROW1_D       ;
      ROW1_D: n_state = ROW1_E       ;
      ROW1_E: n_state = ROW1_F       ;
      ROW1_F: n_state = ROW2_ADDR    ;
   ROW2_ADDR: n_state = ROW2_0       ;
      ROW2_0: n_state = ROW2_1       ;
      ROW2_1: n_state = ROW2_2       ;
      ROW2_2: n_state = ROW2_3       ;
      ROW2_3: n_state = ROW2_4       ;
      ROW2_4: n_state = ROW2_5       ;
      ROW2_5: n_state = ROW2_6       ;
      ROW2_6: n_state = ROW2_7       ;
      ROW2_7: n_state = ROW2_8       ;
      ROW2_8: n_state = ROW2_9       ;
      ROW2_9: n_state = ROW2_A       ;
      ROW2_A: n_state = ROW2_B       ;
      ROW2_B: n_state = ROW2_C       ;
      ROW2_C: n_state = ROW2_D       ;
      ROW2_D: n_state = ROW2_E       ;
      ROW2_E: n_state = ROW2_F       ;
      ROW2_F: n_state = ROW1_ADDR    ;
     default: n_state = n_state      ;
   endcase 
   end   
   assign lcd_rw = 0;
   always  @(posedge clk or negedge rst_n)begin
       if(rst_n==1'b0)begin
           lcd_rs <= 0 ;    
       end
       else if(write_flag == 1)begin
           if((n_state==SET_FUNCTION)||(n_state==DISP_OFF)||
              (n_state==DISP_CLEAR)||(n_state==ENTRY_MODE)||
              (n_state==DISP_ON ) ||(n_state==ROW1_ADDR)||
              (n_state==ROW2_ADDR))begin
           lcd_rs<=0 ;
           end 
           else  begin
           lcd_rs<= 1;
           end
       end
       else begin
           lcd_rs<=lcd_rs;
       end     
   end                   
   always  @(posedge clk or negedge rst_n)begin
       if(rst_n==1'b0)begin
           lcd_data<=0 ;
       end
       else  if(write_flag)begin
           case(n_state)
                 IDLE: lcd_data <= 8'hxx;
         SET_FUNCTION: lcd_data <= 8'h38;  
             DISP_OFF: lcd_data <= 8'h08;
           DISP_CLEAR: lcd_data <= 8'h01;
           ENTRY_MODE: lcd_data <= 8'h06;
           DISP_ON   : lcd_data <= 8'h0c;   
            ROW1_ADDR: lcd_data <= 8'h80;  
               ROW1_0: lcd_data <= row_1 [127:120];
               ROW1_1: lcd_data <= row_1 [119:112];
               ROW1_2: lcd_data <= row_1 [111:104];
               ROW1_3: lcd_data <= row_1 [103: 96];
               ROW1_4: lcd_data <= row_1 [ 95: 88];
               ROW1_5: lcd_data <= row_1 [ 87: 80];
               ROW1_6: lcd_data <= row_1 [ 79: 72];
               ROW1_7: lcd_data <= row_1 [ 71: 64];
               ROW1_8: lcd_data <= row_1 [ 63: 56];
               ROW1_9: lcd_data <= row_1 [ 55: 48];
               ROW1_A: lcd_data <= row_1 [ 47: 40];
               ROW1_B: lcd_data <= row_1 [ 39: 32];
               ROW1_C: lcd_data <= row_1 [ 31: 24];
               ROW1_D: lcd_data <= row_1 [ 23: 16];
               ROW1_E: lcd_data <= row_1 [ 15:  8];
               ROW1_F: lcd_data <= row_1 [  7:  0];
            ROW2_ADDR: lcd_data <= 8'hc0;       
               ROW2_0: lcd_data <= row_2 [127:120];
               ROW2_1: lcd_data <= row_2 [119:112];
               ROW2_2: lcd_data <= row_2 [111:104];
               ROW2_3: lcd_data <= row_2 [103: 96];
               ROW2_4: lcd_data <= row_2 [ 95: 88];
               ROW2_5: lcd_data <= row_2 [ 87: 80];
               ROW2_6: lcd_data <= row_2 [ 79: 72];
               ROW2_7: lcd_data <= row_2 [ 71: 64];
               ROW2_8: lcd_data <= row_2 [ 63: 56];
               ROW2_9: lcd_data <= row_2 [ 55: 48];
               ROW2_A: lcd_data <= row_2 [ 47: 40];
               ROW2_B: lcd_data <= row_2 [ 39: 32];
               ROW2_C: lcd_data <= row_2 [ 31: 24];
               ROW2_D: lcd_data <= row_2 [ 23: 16];
               ROW2_E: lcd_data <= row_2 [ 15:  8];
               ROW2_F: lcd_data <= row_2 [  7:  0];
           endcase                     
       end
       else
              lcd_data<=lcd_data ;
   end
endmodule
==> GITHUB_STEP_SUMMARY <==
### Flow metrics

| Metric | Value |
|---|---|
| Worst r2r path cells | `5` |
| Cell Pwr Density | `approximately 210 mW/mm^2` |
| Top Layout Cells | `dfrtp_1 (55), nor2_1 (36), nand2_1 (35), xnor2_1 (23)` |
| Cells after synthesis | `approximately 400` |
| Width of the die | `112 um` |
| Status | `completed` |
| IO buf count | `12` |
| CTS max path bufs | `2` |
| Num CTS Buffers | `9` |
| FP Util | `0.312` |
| Hold WS | `around 0.47 ns` |
| Final period util | `0.560` |
| WP data arrival | `around 2.3 ns` |
| Final Hold Fails | `0` |
| Wirelength per Cell | `approximately 13 um` |
| Num rows | `39` |
| Final Skew | `roughly 0.0051 ns` |
| Avg Vias per Cell | `just over 5` |
| Flops & latches, synth | `between 60 and 70` |
| Final instance area | `about 0.004 mm^2` |
| YS warnings | `2` |
| DRT Pass-1 Iters | `20` |
| Power, Total | `about 0.84 mW` |
| CTS tree | `built` |
| Initial antenna violation count | `0` |
| Leak pwr | `about 1.6 nW` |
| Rel. slew slack | `0.470` |
| Yosys cell count | `389` |
| Period minus WS final | `between 3 and 4 ns` |
| Max stage delay cell, worst path | `or4_1` |
| Placer Congestion | `0.887` |
| Cell Type Count | `67` |
| Post-DP HPWL | `about 4600 um` |
| Post-Syn Area | `between 0.003 and 0.004 mm^2` |
| Worst-Margin Slew | `between 0.7 and 0.8 ns` |
| Hold path depth | `1` |
| Hold Crit Endpoint | `cnt_20ms[18]` |
| WP data required | `roughly 5.1 ns` |
| Max IR drop VDD | `~0.00013 V` |
| Worst setup EP type | `output port` |
| Ys async rst share | `0.873` |
| Die Ht | `roughly 110 um` |
| # fillers | `1107` |
| Core footprint | `around 0.012 mm^2` |
| Worst reg-to-reg setup slack | `about 4.2 ns` |
| Setup TNS | `0 ns` |
| R2R Path End | `lcd_data[5]` |
| Worst min path class | `reg -> reg` |
| First-pass GRT wire length | `roughly 12000 um` |
| Cts-stage hold buffer count | `0` |
| Vias in the first global route | `between 2000 and 3000` |
| Sequential Area | `0.00151 mm^2` |
| Area delta synth->final | `13.5%` |
| Worst-path clk slew | `about 0.05 ns` |
| Tool warnings | `25` |
| H-tree depth | `3` |
| F_max | `about 280 MHz` |
| Worst-path maximum fanout | `5` |
| Yosys chip area | `about 0.0036 mm^2` |
| Top area cell types | `dfrtp_1 (38%), xnor2_1 (5.6%), xor2_1 (4.1%)` |
| EDFF count, synth | `0` |
| Main flop type | `dfrtp_1` |
| Yosys top cell by area | `dfrtp_1` |
| Max stage delay on crit path | `around 0.55 ns` |
| Root buf cell | `clkbuf_16` |
| Post-Syn Area per Cell | `around 9 um^2` |
| Crit start category | `flop` |
| Slew Limit Fails | `0` |
| Worst Setup Path Type | `reg -> out` |
| Layout cells sized above 1 | `0.121` |
| Chip area | `~0.012 mm^2` |
| Critical hold path startpoint | `cnt_20ms[18]` |
| Count of unclocked register or latch pins | `6` |
| Share of the synthesized area in the top cell type | `0.381` |
| Post-CTS Setup Bufs | `0` |
| Multi-input logic area | `0.00193 mm^2` |
| GRT Resource Usage Total | `0.120` |
| Routed wire length | `7060 um` |
| Final number of setup-violating endpoints | `0` |
| Number of antenna diodes | `0` |
| RSZ-0062 raised after global routing | `false` |
| Gr ovfl total | `0` |
| Clock latency on the worst-skew pair | `0.32 ns` |
| Commonest Layout Cell | `dfrtp_1` |
| Endpoints left unconstrained | `6` |
| IO Count | `14` |
| Violation tally from detailed-route iteration zero | `just under 300` |
| RR Startpoint | `cnt_500hz[0]` |
| Largest net degree at the start of global routing | `56` |
| Vias | `~2800` |
| ANT nets after route | `0` |
| PostCTS Resize Cnt | `0` |
| Max-cap viol count | `0` |
| DRC Markers | `0` |
| Critical path cell sequence | `or4_1 -> a31o_2 -> a311oi_1 -> clkdlybuf4s50_1` |
| Placed cell areas | `between 0.003 and 0.004 mm^2` |
state kept, by name (all words and copies together), names as in the netlist:
signal     count
c_state        6
row_1          2
lcd_rs         1
n_state        6
cnt_500hz     20
cnt_20ms      20
lcd_data       8
layout make-up:
class | instances | share of cell area
Inverter | 14 | 0.0128
Tap cell | 143 | 0.0437
Clock inverter | 6 | 0.0165
Clock buffer | 10 | 0.0559
Sequential cell | 63 | 0.368
Multi-Input combinational cell | 291 | 0.471
Timing Repair Buffer | 14 | 0.0318
metrics by stage:
stage / cells / setup slack [ns] / utilization
after floorplan: 389 / 3.81 / -
after global placement: 525 / 3.16 / 0.328
after detailed placement: 525 / 3.16 / 0.328
after CTS: 541 / 2.79 / 0.354
after global routing: 541 / 2.75 / 0.354
final: 541 / 2.81 / 0.354
cell usage after synthesis, types with 8 or more instances:
master and n:
a21oi_1 14, nor2_4 8, inv_1 14, nand2b_1 9
mux2_2 8, dfrtp_1 55, buf_2 11, xor2_1 17
o21ai_0 17, nor3_1 9, nand4_1 12, nand2_1 35
nor2_1 36, xnor2_1 23, nand3_1 16
worst max-delay path, delay by kind of cell, from the launching register on:
family,cells,cell delay (ns)
simple gates,1,0.55
flops,1,0.42
compound gates,2,0.50
buf+inv,1,0.51
power breakdown:
group          internal, mW  switching (mW)
clock                 0.302           0.167
sequential            0.361        0.000935
combinational       0.00158         0.00762
worst max path at each step:
stage	startpoint	end	slack, ns	cells after the start
final	cnt_500hz[11]	lcd_en	2.81	4
after global routing	cnt_500hz[11]	lcd_en	2.75	4
after CTS	cnt_500hz[11]	lcd_en	2.79	4
metal layers:
layer  vias up  wire, um  GRT usage
met1      1306      3410      0.182
met2        68      3230      0.184
met3         7       355     0.0266
met4         0        60     0.0153
li1       1372         -          -
met5         -         0          0
kinds of logic (layout without fill, tap and decap cells):
logic type,after synthesis,after routing,share of synthesized area
adder cells (fa/ha/maj),2,2,0.00693
XOR/XNOR,40,40,0.0971
flip-flops,57,57,0.393
AND-OR/OR-AND,66,66,0.119
latches,6,6,0.0250
buffers and inverters,35,44,0.0478
other,1,1,0.00104
AND/OR/NAND/NOR,170,170,0.274
multiplexers,12,12,0.0368
Power and IR drop assume default switching activity.
